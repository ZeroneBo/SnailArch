==> design/flow/design.v <==
module RAM (
    input wire [7:0] addr,  
    input wire [7:0] in,   
    output wire [7:0] out,  
    input wire rd_,  
    input wire wr_,  
    input wire clk  
);
    reg [7:0] mem[0:255];  
    assign out = (rd_ == 1'b0)? mem[addr]: 8'hxx;
    always @(posedge clk) begin
        if (wr_ == 1'b0) begin
            mem[addr] <= in;
        end
    end
endmodule
==> design/flow/run.sh <==
#!/bin/bash
# OpenROAD 26Q1-2900-gdf79404cd8, Yosys 0.63+post, stock flow scripts
make -C /OpenROAD-flow-scripts/flow DESIGN_CONFIG=/design/flow/config.mk WORK_HOME=/design/flow/orfs finish
==> design/flow/config.mk <==
export PLATFORM = sky130hd
export DESIGN_NAME = RAM
export DESIGN_NICKNAME = RAM
export VERILOG_FILES = /design/flow/design.v
export SDC_FILE = /design/flow/constraint.sdc
export NUM_CORES = 4
export LEC_CHECK = 1
export CORE_UTILIZATION = 30
==> design/flow/constraint.sdc <==
current_design RAM

set clk_period 26.7
set clk_io_pct 0.2

create_clock -name clk0 -period $clk_period [get_ports {clk}]

set non_clock_inputs [all_inputs -no_clocks]
set_input_delay [expr $clk_period * $clk_io_pct] -clock clk0 $non_clock_inputs
set_output_delay [expr $clk_period * $clk_io_pct] -clock clk0 [all_outputs]
==> ci_impl_report.md <==
### Metrics collected by this job

| Metric | Value |
|---|---|
| Share of post-route cells with drive strength above 1 | `0.240` |
| DRC viols | `0` |
| Largest net degree at the start of global routing | `102` |
| Synth logic family | `multiplexers` |
| GPL Wtd Cong | `0.869` |
| Grt ovf | `0` |
| Reg with most FFs | `mem` |
| Max Clk Rate | `60.6 MHz` |
| Worst Hold End | `mem[80][1]$_DFFE_PP_` |
| Xor and xnor area share after synthesis | `0` |
| Post-route setup TNS | `0 ns` |
| Min-delay worst type | `primary input to flop` |
| Log Warnings | `29` |
| Largest cells by area | `edfxtp_1, mux4_2, a22oi_1` |
| Cell row count | `187` |
| EDFF count, synth | `2048` |
| Peak VDD IR | `0.0000710 V` |
| Final min period | `16.50 ns` |
| Wirelength per Cell | `25.7 um` |
| CP bufs+invs | `7` |
| CTS tree | `built` |
| CP Capture Type | `output port` |
| Max incr delay on CP | `0.72 ns` |
| Mux cell area share | `0.148` |
| CP arrival | `11.16 ns` |
| Routed wire length | `185000 um` |
| Die Width | `512 um` |
| Placed cells | `6840` |
| CTS Root Cell | `clkbuf_16` |
| CTS Hold Bufs | `0` |
| Worst-Margin Slew | `1.06 ns` |
| Cell area after synthesis | `78200 um2` |
| RSZ-0062 raised after global routing | `no` |
| Max cap viols | `0` |
| Non-Filler Instances | `7188` |
| Global-route usage over all layers | `0.152` |
| Total net switching power | `1320 uW` |
| Synth flops | `2048` |
| DP HPWL | `109000 um` |
| Status | `finished clean` |
| Largest register FFs | `2048` |
| Final Max Tran Viols | `0` |
| Yosys chip area | `78200 um2` |
| Slew margin rel. | `0.281` |
| Hold wc startpoint | `in[1]` |
| Hold Fails Final Rpt | `0` |
| First-pass GRT wire length | `271000 um` |
| IO Port Bufs | `25` |
| Post-CTS Resized | `0` |
| LEAKAGE | `0.0262 uW` |
| Cells after synthesis | `3517` |
| Internal | `5110 uW` |
| Worst Path Required | `21.36 ns` |
| Part of the power in registers | `0.551` |
| Total die area | `263000 um2` |
| Area leader, netlist | `edfxtp_1` |
| Kind of critical path | `primary input to output port` |
| Post-route ant nets | `0` |
| Vias | `36300` |
| Drt first pass iters | `7` |
| Vias in the first global route | `40200` |
| Synth Seq Share | `0.787` |
| Crit path from | `addr[1]` |
| Num CTS Buffers | `194` |
| Via density per instance | `5.05` |
| Core ar. | `259000 um2` |
| # IOs | `27` |
| Initial antenna violation count | `5` |
| Comb power frac | `0.045` |
| Clock power share | `0.403` |
| Yosys cell count | `3517` |
| Asr flop ratio synth | `0` |
| Final setup fails | `0` |
| DRT iter0 DRCs | `2468` |
| CP max-delay cell | `buf_4` |
| Crit Path Max Fanout | `73` |
| FP Core Util | `0.301` |
| Clk slew on worst S/H paths | `0.06 ns` |
| Crit start category | `primary input` |
| H-tree depth | `4` |
| Number of post-CTS setup repair buffers | `0` |
| Hold slack | `4.93 ns` |
| Most frequent cell after synthesis | `edfxtp_1` |
| Dominant Register Cell | `edfxtp_1` |
| Die span in y | `512 um` |
| Syn_area_per_cell | `22.2 um2` |
| Post-synthesis adder-cell area fraction | `0` |
| P per Cell Area | `72.5 nW/um2` |
| Biggest regs | `mem: 2048 flops` |
| Post-synth top cells | `edfxtp_1, mux4_2, nor2_1` |
| Cell variety after synth | `21` |
| CTS sink cnt | `2048` |
| CP most frequent cell | `buf_4` |
| Hold path cells | `1` |
| Clock buffer depth | `3` |
| Top cell area share | `0.787` |
| Cell family with most CP delay | `buffers and inverters` |
| Switching Share | `0.205` |
| Area Growth Syn to Fin | `13.4%` |
| Simple share | `0.0162` |
| Compound-cell area share of the yosys netlist | `0.0364` |
| Crit path cell chain | `buf_8 > buf_4 > buf_4 > buf_4 > buf_12 > mux4_2 > a22oi_1 > a21oi_1 > o41ai_1 > buf_4 > nand4_1 > clkdlybuf4s50_1` |
| Synth warnings | `1` |
| Cycle use final | `0.618` |
stage by stage:
stage / power [uW] / cell area (um2) / setup slack [ns] / utilization
2_1_floorplan: 3770 / 78200 / 14.21 / -
3_3_place_gp: 3900 / 82700 / 10.05 / 0.319
3_5_place_dp: 3910 / 82700 / 10.08 / 0.319
4_1_cts: 6480 / 88700 / 10.09 / 0.342
5_1_grt: 6620 / 88700 / 9.95 / 0.342
6_report: 6430 / 88700 / 10.20 / 0.342
cells by family after synthesis:
| kind of cell | Yosys count |
|---|---|
| and+or+nand+nor | 318 |
| DFF | 2048 |
| muxes | 512 |
| AOI/OAI and AO/OA | 416 |
| buffers and inverters | 223 |
final cells by class:
cell class,instances,area [um2]
Sequential cell,2048,61500
Multi-Input combinational cell,1246,15700
Fill cell,23600,171000
Timing Repair Buffer,144,1250
Tap cell,3402,4260
Antenna cell,2,5.00
Clock buffer,265,5360
Clock inverter,81,562
placed cells by master, fill, tap and decap left out, drive strengths merged:
cell type,synthesis,layout
clkinvlp,0,1
a22oi,256,256
nand3,8,8
nand4,8,8
edfxtp,2048,2048
mux4,512,512
clkdlybuf4s50,0,15
inv,0,2
buf,69,128
bufinv,0,8
and3b,1,1
nand2b,2,2
clkinv,0,70
and2,2,2
nor3b,2,2
nor2,260,260
clkbuf,154,266
nor2b,8,8
o41ai,32,32
nor3,1,1
or2,1,1
a21oi,128,128
diode,0,2
nand2,25,25
routing by layer:
metal	vias to the layer above	wire [um]	part of all wire	global-route usage
li1	15200	-	-	-
met1	18800	63700	0.35	0.178
met2	1964	87000	0.47	0.228
met3	332	28200	0.15	0.109
met4	12	5400	0.029	0.0353
met5	-	291	0.0016	0.00676
power by group through the flow:
stage / Sequential [uW] / Clock, uW / Combinational [uW]
after CTS: 3540 / 2640 / 295
after global routing: 3540 / 2760 / 313
final: 3550 / 2590 / 290
how the worst max path moves through the flow:
stage,end,slack (ns),depth (start not counted)
4_1_cts,out[7],10.09,12
5_1_grt,out[7],9.95,12
6_report,out[7],10.20,12
No activity file was given, so power comes from the tool's default toggle rates.
